==> /design/flow/design.v <==
module DS18(
  input         clk,                     
  inout         one_wire,                
  output [15:0] temperature              
);
 reg rst_n;
 reg [14:0]count; 
 always@(posedge clk)
 begin
    if(count<15'h4000)
       begin
       rst_n<=1;
       count<=count+1;
       end
    else if(count<15'h4fff)
       begin
       rst_n<=0;
       count<=count+1;
       end
    else
       rst_n<=1;
 end
reg [19:0] cnt_1us;                       
reg cnt_1us_clear;                        
always @ (posedge clk)
  if (cnt_1us_clear)
    cnt_1us <= 0;
  else
    cnt_1us <= cnt_1us + 1'b1;
parameter S00     = 5'h00;
parameter S0      = 5'h01;
parameter S1      = 5'h03;
parameter S2      = 5'h02;
parameter S3      = 5'h06;
parameter S4      = 5'h07;
parameter S5      = 5'h05;
parameter S6      = 5'h04;
parameter S7      = 5'h0C;
parameter WRITE0  = 5'h0D;
parameter WRITE1  = 5'h0F;
parameter WRITE00 = 5'h0E;
parameter WRITE01 = 5'h0A;
parameter READ0   = 5'h0B;
parameter READ1   = 5'h09;
parameter READ2   = 5'h08;
parameter READ3   = 5'h18;
reg [4:0] state;                        
reg one_wire_buf;                       
reg [15:0] temperature_buf;             
reg [5:0] step;                         
reg [3:0] bit_valid;                    
always @(posedge clk, negedge rst_n)
begin
  if (!rst_n)
  begin
    one_wire_buf <= 1'bZ;
    step         <= 0;
    state        <= S00;
  end
  else
  begin
    case (state)
      S00 : begin              
              temperature_buf <= 16'h001F;
              state           <= S0;
            end
      S0 :  begin                        
              cnt_1us_clear <= 1;
              one_wire_buf  <= 0;              
              state         <= S1;
            end
      S1 :  begin
              cnt_1us_clear <= 0;
              if (cnt_1us == 500)          
              begin
                cnt_1us_clear <= 1;
                one_wire_buf  <= 1'bZ;   
                state         <= S2;
              end 
            end
      S2 :  begin
              cnt_1us_clear <= 0;
              if (cnt_1us == 100)          
              begin
                cnt_1us_clear <= 1;
                state         <= S3;
              end 
            end
      S3 :  if (~one_wire)               
              state <= S4;
            else if (one_wire)           
              state <= S0;
      S4 :  begin
              cnt_1us_clear <= 0;
              if (cnt_1us == 400)          
              begin
                cnt_1us_clear <= 1;
                state         <= S5;
              end 
            end        
      S5 :  begin                        
              if      (step == 0)        
              begin
                step  <= step + 1'b1;
                state <= WRITE0;
              end
              else if (step == 1)
              begin
                step  <= step + 1'b1;
                state <= WRITE0;
              end
              else if (step == 2)
              begin                
                one_wire_buf <= 0;
                step         <= step + 1'b1;
                state        <= WRITE01; 
              end
              else if (step == 3)
              begin
                one_wire_buf <= 0;
                step         <= step + 1'b1;
                state        <= WRITE01;                
              end
              else if (step == 4)
              begin
                step  <= step + 1'b1;
                state <= WRITE0;
              end
              else if (step == 5)
              begin
                step  <= step + 1'b1;
                state <= WRITE0;
              end
              else if (step == 6)
              begin
                one_wire_buf <= 0;
                step         <= step + 1'b1;
                state        <= WRITE01;
              end
              else if (step == 7)
              begin
                one_wire_buf <= 0;
                step         <= step + 1'b1;
                state        <= WRITE01;
              end
              else if (step == 8)        
              begin
                step  <= step + 1'b1;
                state <= WRITE0;
              end
              else if (step == 9)
              begin
                step  <= step + 1'b1;
                state <= WRITE0;
              end
              else if (step == 10)
              begin
                one_wire_buf <= 0;
                step         <= step + 1'b1;
                state        <= WRITE01;
              end
              else if (step == 11)
              begin
                step  <= step + 1'b1;
                state <= WRITE0;
              end
              else if (step == 12)
              begin
                step  <= step + 1'b1;
                state <= WRITE0;
              end
              else if (step == 13)
              begin
                step  <= step + 1'b1;
                state <= WRITE0;
              end
              else if (step == 14)
              begin
                one_wire_buf <= 0;
                step         <= step + 1'b1;
                state        <= WRITE01;
              end
              else if (step == 15)
              begin
                step  <= step + 1'b1;
                state <= WRITE0;
              end
              else if (step == 16)
              begin
                one_wire_buf <= 1'bZ;
                step         <= step + 1'b1;
                state        <= S6;                
              end
              else if (step == 17)       
              begin
                step  <= step + 1'b1;
                state <= WRITE0;
              end
              else if (step == 18)
              begin
                step  <= step + 1'b1;
                state <= WRITE0;
              end
              else if (step == 19)
              begin
                one_wire_buf <= 0;
                step         <= step + 1'b1;
                state        <= WRITE01;                
              end
              else if (step == 20)
              begin
                step  <= step + 1'b1;
                state <= WRITE01;
                one_wire_buf <= 0;
              end
              else if (step == 21)
              begin
                step  <= step + 1'b1;
                state <= WRITE0;
              end
              else if (step == 22)
              begin
                step  <= step + 1'b1;
                state <= WRITE0;
              end
              else if (step == 23)
              begin
                one_wire_buf <= 0;
                step         <= step + 1'b1;
                state        <= WRITE01;
              end
              else if (step == 24)
              begin
                one_wire_buf <= 0;
                step         <= step + 1'b1;
                state        <= WRITE01;               
              end
              else if (step == 25)       
              begin
                step  <= step + 1'b1;
                state <= WRITE0;
              end
              else if (step == 26)
              begin
                one_wire_buf <= 0;
                step         <= step + 1'b1;
                state        <= WRITE01;                
              end
              else if (step == 27)
              begin
                one_wire_buf <= 0;
                step         <= step + 1'b1;
                state        <= WRITE01;                
              end
              else if (step == 28)
              begin
                one_wire_buf <= 0;
                step         <= step + 1'b1;
                state        <= WRITE01;                
              end
              else if (step == 29)
              begin
                one_wire_buf <= 0;
                step         <= step + 1'b1;
                state        <= WRITE01;
              end
              else if (step == 30)
              begin
                one_wire_buf <= 0;
                step         <= step + 1'b1;
                state        <= WRITE01;
              end
              else if (step == 31)
              begin
                step  <= step + 1'b1;
                state <= WRITE0;
              end
              else if (step == 32)
              begin
                one_wire_buf <= 0;
                step         <= step + 1'b1;
                state        <= WRITE01;
              end
              else if (step == 33)
              begin
                step  <= step + 1'b1;
                state <= S7;
              end 
            end
      S6 :  begin
              cnt_1us_clear <= 0;
              if (cnt_1us == 750000 | one_wire)      
              begin
                cnt_1us_clear <= 1;
                state         <= S0;     
              end 
            end
      S7 :  begin                        
              if      (step == 34)
              begin
                bit_valid    <= 0;
                one_wire_buf <= 0;
                step         <= step + 1'b1;
                state        <= READ0;
              end
              else if (step == 35)
              begin
                bit_valid    <= bit_valid + 1'b1;
                one_wire_buf <= 0;
                step         <= step + 1'b1;
                state        <= READ0;
              end
              else if (step == 36)
              begin
                bit_valid    <= bit_valid + 1'b1;
                one_wire_buf <= 0;
                step         <= step + 1'b1;
                state        <= READ0;
              end
              else if (step == 37)
              begin
                bit_valid    <= bit_valid + 1'b1;
                one_wire_buf <= 0;
                step         <= step + 1'b1;
                state        <= READ0;               
              end
              else if (step == 38)
              begin
                bit_valid    <= bit_valid + 1'b1;
                one_wire_buf <= 0;
                step         <= step + 1'b1;
                state        <= READ0;                
              end
              else if (step == 39)
              begin
                bit_valid    <= bit_valid + 1'b1;
                one_wire_buf <= 0;
                step         <= step + 1'b1;
                state        <= READ0;               
              end
              else if (step == 40)
              begin
                bit_valid    <= bit_valid + 1'b1;
                one_wire_buf <= 0;
                step         <= step + 1'b1;
                state        <= READ0;                
              end
              else if (step == 41)
              begin
                bit_valid    <= bit_valid + 1'b1;
                one_wire_buf <= 0;
                step         <= step + 1'b1;
                state        <= READ0;
              end
              else if (step == 42)
              begin
                bit_valid    <= bit_valid + 1'b1;
                one_wire_buf <= 0;
                step         <= step + 1'b1;
                state        <= READ0;                
              end
              else if (step == 43)
              begin
                bit_valid    <= bit_valid + 1'b1;
                one_wire_buf <= 0;
                step         <= step + 1'b1;
                state        <= READ0;
              end
              else if (step == 44)
              begin
                bit_valid    <= bit_valid + 1'b1;
                one_wire_buf <= 0;
                step         <= step + 1'b1;
                state        <= READ0;                
              end
              else if (step == 45)
              begin
                bit_valid    <= bit_valid + 1'b1;
                one_wire_buf <= 0;
                step         <= step + 1'b1;
                state        <= READ0;                
              end
              else if (step == 46)
              begin
                bit_valid    <= bit_valid + 1'b1;
                one_wire_buf <= 0;
                step         <= step + 1'b1;
                state        <= READ0;                
              end
              else if (step == 47)
              begin
                bit_valid    <= bit_valid + 1'b1;
                one_wire_buf <= 0;
                step         <= step + 1'b1;
                state        <= READ0;                
              end
              else if (step == 48)
              begin
                bit_valid    <= bit_valid + 1'b1;
                one_wire_buf <= 0;
                step         <= step + 1'b1;
                state        <= READ0;                
              end
              else if (step == 49)
              begin
                bit_valid    <= bit_valid + 1'b1;
                one_wire_buf <= 0;
                step         <= step + 1'b1;
                state        <= READ0;                
              end
              else if (step == 50)
              begin
                step  <= 0;
                state <= S0;
              end 
            end            
      WRITE0 :
            begin
              cnt_1us_clear <= 0;
              one_wire_buf  <= 0;        
              if (cnt_1us == 80)         
              begin
                cnt_1us_clear <= 1;
                one_wire_buf  <= 1'bZ;   
                state         <= WRITE00;
              end 
            end
      WRITE00 :                          
              state <= S5;
      WRITE01 :                          
              state <= WRITE1;
      WRITE1 :
            begin
              cnt_1us_clear <= 0;
              one_wire_buf  <= 1'bZ;     
              if (cnt_1us == 80)         
              begin
                cnt_1us_clear <= 1;
                state         <= S5;
              end 
            end
      READ0 : state <= READ1;            
      READ1 :
            begin
              cnt_1us_clear <= 0;
              one_wire_buf  <= 1'bZ;     
              if (cnt_1us == 10)         
              begin
                cnt_1us_clear <= 1;
                state         <= READ2;
              end 
            end
      READ2 :                            
            begin
              temperature_buf[bit_valid] <= one_wire;
              state                      <= READ3;
            end
      READ3 :
            begin
              cnt_1us_clear <= 0;
              if (cnt_1us == 55)         
              begin
                cnt_1us_clear <= 1;
                state         <= S7;
              end 
            end
      default : state <= S00;
    endcase 
  end 
end 
assign one_wire = one_wire_buf;          
wire [15:0] t_buf = temperature_buf & 16'h07FF;
assign temperature[3:0]   = (t_buf[3:0] * 10) >> 4; 
div_rill div1(  
.a(t_buf[11:4]),   
.b('d10),  
.shang(temperature[11:8]), 
.yushu(temperature[7:4]) 
);
endmodule
module div_rill  
(  
input[31:0] a,    
input[31:0] b,    
output reg [31:0] shang,  
output reg [31:0] yushu  
);  
reg[31:0] tempa;  
reg[31:0] tempb;  
reg[63:0] temp_a;  
reg[63:0] temp_b;  
integer i;  
always @(a or b)   
begin  
    tempa <= a;    
    tempb <= b;    
end  
always @(tempa or tempb)  
begin  
    temp_a = {32'h00000000,tempa};  
    temp_b = {tempb,32'h00000000};   
    for(i = 0;i < 32;i = i + 1)  
        begin  
            temp_a = {temp_a[62:0],1'b0};   
            if(temp_a[63:32] >= tempb)  
                temp_a = temp_a - temp_b + 1'b1;  
            else  
                temp_a = temp_a;  
        end  
    shang <= temp_a[31:0];  				
    yushu <= temp_a[63:32];  
end  
endmodule  
==> /design/flow/run.sh <==
#!/bin/bash
# OpenROAD 26Q1-2900-gdf79404cd8, Yosys 0.63+post, stock flow scripts
make -C /OpenROAD-flow-scripts/flow DESIGN_CONFIG=/design/flow/config.mk WORK_HOME=/design/flow/orfs finish
==> /design/flow/config.mk <==
export PLATFORM = sky130hd
export DESIGN_NAME = DS18
export DESIGN_NICKNAME = DS18
export VERILOG_FILES = /design/flow/design.v
export SDC_FILE = /design/flow/constraint.sdc
export NUM_CORES = 4
export LEC_CHECK = 1
export CORE_UTILIZATION = 30
==> /design/flow/constraint.sdc <==
current_design DS18

set clk_period 4.2
set clk_io_pct 0.2

create_clock -name clk0 -period $clk_period [get_ports {clk}]

set non_clock_inputs [all_inputs -no_clocks]
set_input_delay [expr $clk_period * $clk_io_pct] -clock clk0 $non_clock_inputs
set_output_delay [expr $clk_period * $clk_io_pct] -clock clk0 [all_outputs]
==> git commit body <==
Record implementation results from latest flow run

- Outcome: finished clean
- Worst hold path type: flip-flop to async pin
- After layout, the setup clock skew is reported as between 7 and 8 ps.
- Total routing usage reported by global routing: 0.116
- After synthesis the cells add up to roughly 4500 um2.
- Routability cong.: between 0.8 and 0.9
- Max_slew headroom: 0.539
* Die X-Extent: roughly 120 um
- Crit path max fanout: 7
- The number of antenna violations at the first check in global routing came to 0.
* DRC violations left: 0
- Number of buffer and inverter stages on the critical path: 3
- In the final report, the number of pins over their slew limit comes to 0.
* Die extent in y: approximately 120 um
- By area the synthesized netlist is led by edfxtp_1 21%, dfrtp_1 12%, dfxtp_1 9.4%.
- After synthesis, the chip area reported by Yosys is 4450 um2.
- The final report gives the standard cell area, fillers excluded, as about 5100 um2.
* Final number of hold-violating endpoints: 0
* Pre-CTS setup slack: 340 ps
- For this run, the leading register cell type out of synthesis is edfxtp_1.
* Iter 0 DRT Violations: approximately 220
* Proportion of layout cells with a drive suffix above 1: 0.0718
- The synthesized design contains 31 enable-type register cells.
- Once routing completed, OpenROAD measured the worst setup slack at between 100 and 150 ps.
- Final worst-path cycle share: 0.969
- Sorting the synthesized cells by how often they occur yields 72 x nand2_1, 52 x nor2_1, 31 x edfxtp_1, 28 x inv_1, 23 x a21oi_1.
* TritonCTS clock tree: done
- Max Root-Sink Buffers: 2
* Fmax: about 250 MHz
* Launch point of the worst reg-to-reg path: step[0]
- Clock latency (worst-skew pair): between 300 and 400 ps
* Vias per inst: between 4 and 5
* Number of top-level pins: 18
* Kind of cell adding the most delay to the critical path: adder cells
* CTS H-tree lvls: 3
* Post-synth regs: ~75
* Register-to-Register Path Depth: 9
* Max incr delay on CP: 450 ps
* Total detailed-routing wirelength: roughly 8300 um
* Area leader share: 0.209
* Count of synthesis-stage warnings from yosys: 12
* Antenna fix cells: 0
- Entering global routing, the biggest net connects 27 pins.
- Counting the buffers created by CTS gives 9.
* Syn-to-layout area delta: 14.8%
- Across all register-to-register paths, the minimum setup slack is around 1700 ps.
* Fraction of the core area covered by cells at the end of the flow: 0.353
- Routed wire per std cell: around 12 um
- Global route total overflow: 0
- Total placed cells including tap cells: 678
- Post-Synthesis Cells: 501
- The floorplan has 44 rows.
* Initial standard-cell utilization of the core: 0.307
* Vias: between 3000 and 4000
- TritonCTS reports the number of clock sinks as between 70 and 80.
- Max-cap violations in this run came to 0.
- Vias in the first global route: 3069
* Root Buffer Master: clkbuf_16
* Setup-violating endpoint count in the final report: 0
* Launching element type of the critical path: flip-flop
- Tally of nets with antenna violations remaining after routing: 0
- For reference, the most critical setup path is categorized as flip-flop to output port.
- Power per cell area: around 310 nW/um2
- Worst-margin pin slew: 691 ps
- Before antenna repair, the detailed router went through 4 iterations.
- Static leakage: about 2.1 nW
- For this run, the register share of the synthesized area comes to 0.433.
- Distinct cells, synth: ~67
* Cell with the largest stage delay on the worst path: edfxtp_1
- For the finished layout, the period the worst path requires is between 4000 and 5000 ps.
- Per the OpenROAD floorplan log, the area of the core is between 10000 and 15000 um2.
* Clock transition time at the flip-flop clock pins of the worst setup and hold paths: 60 ps
* First-pass GRT wire length: approximately 14000 um
* Worst IR Drop VDD: ~230 uV
- Overall chip area: 15300 um2
- In this run the mean area of a mapped cell was approximately 9 um2.
- The worst setup path is captured at an output port.
* CP Data Arrival Time: 3230 ps
- Once layout is complete, the cells apart from fillers number ~700.
* Yosys Instances: about 500
* Half-perimeter wire length after placement: between 5000 and 6000 um
- Data on the critical path is required at its endpoint by 3360 ps.
- The report lists the cells along the critical path as inv_1 -> ha_1 -> inv_1 -> ha_1 -> or2b_1 -> o21ai_2 -> nand3_2 -> mux2_4 -> maj3_2 -> a211o_1 -> clkdlybuf4s50_1.
* Count of buffers from port buffering: 12
- Worst flop-to-flop path endpoint: step[5]
- OpenROAD warning count: 34
- Looking at area per cell type in the netlist, the leader is edfxtp_1.
- The synthesis report gives the async set-or-reset register share as 0.307.
- For this run the top cell type by instance count after synthesis was nand2_1.
- The post-placement cell area is 4710 um2.
[state kept, by name, summed over array words and instances (netlist names)]
| signal | count |
|---|---|
| bit_valid | 4 |
| cnt_1us | 20 |
| cnt_1us_clear | 1 |
| count | 15 |
| rst_n | 1 |
| state | 17 |
| step | 6 |
| temperature_buf | 11 |
[placed cells by master (no fill, tap or decap), drive strengths merged, types with 3 or more instances in the layout]
cell type / Yosys / routed
a21o: 3 / 3
a21oi: 24 / 24
a22o: 4 / 4
a31oi: 3 / 3
and2: 5 / 5
and3: 13 / 13
buf: 8 / 8
clkbuf: 19 / 11
clkdlybuf4s50: 0 / 10
clkinv: 0 / 3
conb: 1 / 6
dfrtp: 22 / 22
dfxtp: 21 / 21
edfxtp: 31 / 31
ha: 19 / 19
inv: 28 / 28
mux2i: 6 / 6
nand2: 73 / 73
nand2b: 3 / 3
nand3: 23 / 23
nand4: 6 / 6
nand4b: 3 / 3
nor2: 52 / 52
nor2b: 14 / 14
nor3: 15 / 15
nor3b: 3 / 3
nor4: 7 / 7
o21a: 4 / 4
o21ai: 18 / 18
o21bai: 3 / 3
xnor2: 16 / 16
xor2: 20 / 20
[cell families (layout without fill, tap and decap cells)]
group,Yosys count,after routing,share of synthesized area
other,1,6,0.000842
flip-flops,75,75,0.433
AND/OR/NAND/NOR,224,224,0.241
buffers and inverters,55,64,0.0534
XOR/XNOR,36,36,0.0708
adder cells (fa/ha/maj),21,21,0.0604
AND-OR/OR-AND,82,82,0.124
multiplexers,7,7,0.0169
[where the power goes]
part	total (W)	internal [W]	switching [W]
clock network	0.000836	0.000553	0.000283
logic	0.000000849	0.000000361	0.000000487
registers	0.000758	0.000758	0.000000599
total	0.00160	0.00131	0.000285
[per-stage QoR]
step	hold WS, ps	TNS [ps]	total power, W
2_1_floorplan	321	0	0.000777
3_3_place_gp	219	0	0.000774
3_5_place_dp	227	0	0.000774
4_1_cts	232	0	0.00162
5_1_grt	259	-13.3	0.00165
6_report	208	0	0.00160
[layer usage]
layer	vias to the layer above	global-route usage	wire, um
met5	-	0	0
met3	10	0.0210	271
li1	1753	-	-
met1	1583	0.180	4180
met4	0	0.0158	91
met2	52	0.179	3740
[worst register-to-register path: stages, from the launching register on]
cell and delay (ps):
dfrtp_1 430, inv_1 90, ha_1 310, or2_1 300, and3_1 190, o21ai_1 190
nand2_1 210, o21ai_2 350, nor3_1 110, o22a_1 190
[worst max path at each step]
| stage | start | endpoint | slack [ps] | depth (start not counted) |
|---|---|---|---|---|
| 4_1_cts | temperature_buf[9] | temperature[8] | 50 | 11 |
| 6_report | temperature_buf[9] | temperature[8] | 130 | 11 |
| 5_1_grt | temperature_buf[9] | temperature[8] | -10 | 11 |
[final cells by class]
class	instances	area [um2]
tap	184	230
timing repair buffer	20	185
multi-input combinational	376	2330
clock buffer	11	254
inverter	28	105
clock inverter	5	75.1
sequential	75	1930
fill	1392	9370
[timing repair]
action	4_1_cts	5_1_grt
pin swaps	1	0
hold buffers	0	0
setup endpoints to repair	1	4
gates resized	0	8
buffers inserted	1	4
Power and IR drop assume default switching activity.
