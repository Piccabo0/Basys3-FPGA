## run.sh

```bash
#!/bin/bash
# OpenROAD 26Q1-2900-gdf79404cd8, Yosys 0.63+post, stock flow scripts
make -C /OpenROAD-flow-scripts/flow DESIGN_CONFIG=/design/flow/config.mk WORK_HOME=/design/flow/orfs finish
```

## config.mk

```make
export PLATFORM = sky130hd
export DESIGN_NAME = PWM
export DESIGN_NICKNAME = PWM
export VERILOG_FILES = /design/flow/design.v
export SDC_FILE = /design/flow/constraint.sdc
export NUM_CORES = 4
export LEC_CHECK = 1
export CORE_UTILIZATION = 50
```

## constraint.sdc

```tcl
current_design PWM

set clk_period 4.3
set clk_io_pct 0.2

create_clock -name clk0 -period $clk_period [get_ports {clk}]

set non_clock_inputs [all_inputs -no_clocks]
set_input_delay [expr $clk_period * $clk_io_pct] -clock clk0 $non_clock_inputs
set_output_delay [expr $clk_period * $clk_io_pct] -clock clk0 [all_outputs]
```

## design.v

```verilog
module clk_divider(
    input clk,
    input [32:0] d_val, 
    output d_clk
    );
        reg [32:1] cnt=0; 
        reg x=1'b0; 
        assign d_clk=x; 
        always @(posedge clk)
        begin 
            if(cnt==((d_val/2)-1))
                begin
                    cnt<=0;
                    x=~x;
                end
            else 
                cnt<=cnt+1;
        end
endmodule
module PWM(
    input clk,
    input rst,
    input [31:0] duty, 
    output out
    );
    integer div=20; 
    wire p_clk;
    reg pwm;
    assign out=pwm;
    clk_divider pwm_clk(             
            .clk(clk),
            .d_val(div),
            .d_clk(p_clk)
    );
    reg[15:0] cnt; 
    integer num=1000; 
    always @(posedge p_clk)
    begin 
        pwm=0; 
        if(rst||cnt>=num) 
            cnt<=0;
        else  
            cnt<=cnt+1;
        if(cnt<=duty)  
            pwm=1;
        else 
            pwm=0;
    end
endmodule
```

==> CHANGELOG.md <==
### Changed

- Inserted Clock Buffers: 5
- Critical path startpoint: pwm_clk.cnt[1]
- Detailed Route Iter0 Violations: 32
- Number of max-cap violations: 0
- Design Power: around 0.57 mW
- Total negative slack: 0 ns
- Inst Count DP: 345
- Min-delay src: pwm_clk.cnt[32]
- H-tree depth: 2
- Post-route DRC: 0
- Status: complete, no violations
- Worst Skew: slightly above 0.006 ns
- Logic area: 1280 sq um
- Sequential fraction of the synthesis area: 42.9%
- Synth unique cells: 35
- Simple-Gate Fraction of Synth Area: 24.8%
- I/O Buffers: 34
- I/O Pins: 35
- Pre-CTS setup slack: around 2.4 ns
- Xor/xnor share: 13.7%
- R2R Setup Slk: approximately 2.3 ns
- Worst reg2reg startpoint: pwm_clk.cnt[1]
- Detailed-route via count: between 1500 and 2000
- Ys cells: ~250
- First-pass GRT wire length: 7140 microns
- Post-CTS setup buffers: 0
- Die Width: around 71 microns
- Slowest CP cell: nor3_1
- WP data arrival: 2.20 ns
- Avg Inst Size Synth: roughly 9.3 sq um
- Rows: 24
- Layout area overhead: 21.4%
- Adder Area Share: between 10% and 20%
- Initial antenna violation count: 0
- Final HPWL DP: ~3200 microns
- Final Util: roughly 64%
- Core area: 4440 sq um
- Ratio of final minimum period to clock period: 46.3%
- Instance tally after logic synthesis: 254
- R2R depth: 6
- Endpoints left unconstrained: 12
- All-Layer GR Usage: around 18%
- Critical Setup Path Class: reg -> reg
- Min Clock Period, post-route: around 2.0 ns
- Synth Warn #: 3
- # setup viols final: 0
- Dominant register cell: dfxtp_1
- Post-cts sizing count: 0
- Rel. slew slack: 48.4%
- Tool warnings: 29
- Dominant combinational family: simple AND/OR/NAND/NOR gates
- Routed length per instance: about 12 microns
- Register pins left without a clock: 17
- Cell mode on critical path: nor3_1
- Root Driver: clkbuf_8
- Critical path peak fanout: 5
- Final wirelength: between 4000 and 5000 microns
- Synthesized area: ~2400 sq um
- Starting utilization of the core area: between 50% and 60%
- Number of global-route vias before repair: between 1500 and 2000
- GR Overflow Total: 0
- HP Class: reg -> reg
- Pleak: about 1.1 nW
- EDFF count, synth: 1
- RSZ-0062 raised after global routing: no
- Largest net degree at the start of global routing: 19
- Die Span Y: between 70 and 80 microns
- Seq cells post-synth: 50
- Cell Chain, Critical Path: ha_1 -> nand4_1 -> nor3_1 -> nand2b_1 -> nor3_1 -> xor2_1
- Aoi share: under 10%
- Vias per inst: between 5 and 6
- CP endpoint kind: register
- GP Congestion: 0.792
- Worst-path clk slew: approximately 0.060 ns
- Worst setup margin: ~2.3 ns
- Max incr delay on CP: about 0.45 ns
- CTS tree: yes
- Power per cell area: roughly 200 nW/um^2
- Fill cells: 354
- Final Hold Vio Count: 0
- Worst vdd ir: ~0.3 mV
- Crit path required time: ~4.5 ns
- Hold-fix buffers at CTS: 0
- Mux frac, synth: 0%
- F_max: about 0.5 GHz
- RR Endpoint: pwm_clk.cnt[25]
- Largest delay share family, worst path: simple AND/OR/NAND/NOR gates
- Share of cells above drive strength 1: under 10%
- Critical path launch point type: register
- YS chip area: around 2400 sq um
- Sequential cell area: ~1000 sq um
- Final slew viol count: 0
- Synth async-reset ratio: 0%
- Critical path depth: 6
- Antenna Violating Nets Remaining: 0
- Worst Setup EP: pwm_clk.cnt[25]
- Clk latency late pin: ~0.28 ns
- Area of the die: 4990 sq um
- Worst path bufs/invs: 0
- Worst Tran Pin Value: about 0.77 ns
- Non-filler cells, final: ~350
- Antenna cell count: 0
- Max Root-Sink Buffers: 2
- DR pass1 iterations: 20
[synthesized netlist by cell type, drive strengths merged, types with 2 or more instances]
library cell,n,area (sq um)
dfxtp,49,981
nor2,27,101
nand2,24,90.1
inv,23,86.3
xnor2,22,193
ha,20,250
nand3,15,92.6
xor2,15,131
nand4,11,75.1
nor4,11,68.8
nor3,8,45.0
a21oi,7,35.0
and4,3,28.8
nor4b,2,17.5
o21ai,2,10.0
[kinds of logic after synthesis]
family,count (synthesis)
adders and majority gates,20
other,1
xor gates and xnor gates,37
AOI/OAI and AO/OA,15
DFF,50
buffers and inverters,23
and+or+nand+nor,108
[cell usage in the layout (no fill, tap or decap), types with 3 or more instances in the layout]
cell             synthesis  routed
a21oi_1                  7       7
clkbuf_1                 0       3
clkbuf_8                 0       5
clkdlybuf4s50_1          0      34
conb_1                   1       6
dfxtp_1                 49      49
ha_1                    20      20
inv_1                   23      23
nand2_1                 24      24
nand3_1                 13      13
nand4_1                 10      10
nor2_1                  27      27
nor3_1                   7       7
nor4_1                  11      11
xnor2_1                 22      22
xor2_1                  15      15
[registers in the layout, summed over array words and instances (netlist names)]
name / flops
cnt: 16
pwm: 1
pwm_clk.x: 1
pwm_clk.cnt: 32
[how the worst min path moves through the flow]
stage / endpoint / slack (ns) / cells past startpoint
final: pwm_clk.cnt[32] / 0.47 / 1
after global routing: pwm_clk.cnt[32] / 0.51 / 1
after CTS: pwm_clk.cnt[32] / 0.47 / 1
[layout make-up]
class                   instances  area share (%)
inverters                      23            3.02
repair buffers                 34            11.9
clock buffers                   8            2.80
multi-input cells             186            44.7
well taps                      52            2.27
flip-flops and latches         50            35.3
[metal layers]
metal	global-route usage, %	wire length [microns]	vias to the layer above
li1	-	-	961
met3	3.18	272	5
met2	30.6	1820	40
met1	25.8	2010	780
met4	2.22	59	0
met5	0	0	-
[per-stage QoR]
stage	instance area [sq um]	hold slack [ns]
after global routing	2860	0.513
after global placement	2780	0.463
after CTS	2860	0.472
final	2860	0.466
after detailed placement	2780	0.459
after floorplan	2380	0.433
[power breakdown]
group          total [mW]  switching [mW]  internal, mW  leakage (nW)
sequential          0.307               0         0.307         0.409
clock               0.217           0.102         0.115        0.0395
combinational      0.0450          0.0126        0.0324         0.670
total               0.570           0.115         0.455          1.12
Power figures rest on the tool's default switching activity, not on a simulated workload.
