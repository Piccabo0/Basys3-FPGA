===== ./design.v =====
module FIR_low_pass_filter(
	input clk,
	input rst,
	input [7:0]FIR_IN,
	output reg [16:0]FIR_OUT
);
reg[7:0] delay_pipeline1;
reg[7:0] delay_pipeline2;
reg[7:0] delay_pipeline3;
reg[7:0] delay_pipeline4;
reg[7:0] delay_pipeline5;
reg[7:0] delay_pipeline6;
reg[7:0] delay_pipeline7;
reg[7:0] delay_pipeline8;
reg[7:0] delay_pipeline9;
wire[7:0] coeff1 = 8'd7;	 
wire[7:0] coeff2 = 8'd5;
wire[7:0] coeff3 = 8'd51;
wire[7:0] coeff4 = 8'd135;
wire[7:0] coeff5 = 8'd179;
wire[7:0] coeff6 = 8'd135;
wire[7:0] coeff7 = 8'd51;
wire[7:0] coeff8 = 8'd5;
wire[7:0] coeff9 = 8'd7;
reg signed [16:0] multi_data1 ; 
reg signed [16:0] multi_data2 ;
reg signed [16:0] multi_data3 ;
reg signed [16:0] multi_data4 ;
reg signed [16:0] multi_data5 ;
reg signed [16:0] multi_data6 ;
reg signed [16:0] multi_data7 ;
reg signed [16:0] multi_data8 ;
reg signed [16:0] multi_data9 ;
always@(posedge clk or negedge rst)
if(!rst)
begin
	delay_pipeline1 <= 8'b0 ;
	delay_pipeline2 <= 8'b0 ;
	delay_pipeline3 <= 8'b0 ;
	delay_pipeline4 <= 8'b0 ;
	delay_pipeline5 <= 8'b0 ;
	delay_pipeline6 <= 8'b0 ;
	delay_pipeline7 <= 8'b0 ;
	delay_pipeline8 <= 8'b0 ;
	delay_pipeline9 <= 8'b0 ;
end
else
begin
	delay_pipeline1 <= FIR_IN;
	delay_pipeline2 <= delay_pipeline1 ;
	delay_pipeline3 <= delay_pipeline2 ;
	delay_pipeline4 <= delay_pipeline3 ;
	delay_pipeline5 <= delay_pipeline4 ;
	delay_pipeline6 <= delay_pipeline5 ;
	delay_pipeline7 <= delay_pipeline6 ;
	delay_pipeline8 <= delay_pipeline7 ;
	delay_pipeline9 <= delay_pipeline8 ;
end
always@(posedge clk or negedge rst)  
	if(!rst)
		multi_data1 <= 17'b0 ;
	else
		multi_data1 <= delay_pipeline1*coeff1 ;
always@(posedge clk or negedge rst)  
	if(!rst)
		multi_data2 <= 17'b0 ;
	else
		multi_data2 <= delay_pipeline2*coeff2 ;
always@(posedge clk or negedge rst)  
	if(!rst)
		multi_data3 <= 17'b0 ;
	else
		multi_data3 <= delay_pipeline3*coeff3 ;
always@(posedge clk or negedge rst)  
	if(!rst)
		multi_data4 <= 17'b0 ;
	else
		multi_data4 <= delay_pipeline4*coeff4 ;
always@(posedge clk or negedge rst)  
	if(!rst)
		multi_data5 <= 17'b0 ;
	else
		multi_data5 <= delay_pipeline5*coeff5 ;
always@(posedge clk or negedge rst)  
	if(!rst)
		multi_data6 <= 17'b0 ;
	else
		multi_data6 <= delay_pipeline6*coeff6 ;
always@(posedge clk or negedge rst)  
	if(!rst)
		multi_data7 <= 17'b0 ;
	else
		multi_data7 <= delay_pipeline7*coeff7 ;
always@(posedge clk or negedge rst)  
	if(!rst)
		multi_data8 <= 17'b0 ;
	else
		multi_data8 <= delay_pipeline8*coeff8 ;
always@(posedge clk or negedge rst)  
	if(!rst)
		multi_data9 <= 17'b0 ;
	else
		multi_data9 <= delay_pipeline9*coeff9 ;
always@(posedge clk or negedge rst)
	if(!rst)
		FIR_OUT <= 16'b0 ;
	else
		FIR_OUT <= multi_data1 + multi_data2 + multi_data3 + multi_data4 +multi_data5 + multi_data6 + multi_data7 + multi_data8 + multi_data9 ;
endmodule

===== ./run.sh =====
#!/bin/bash
# OpenROAD 26Q1-2900-gdf79404cd8, Yosys 0.63+post, stock flow scripts
make -C /OpenROAD-flow-scripts/flow DESIGN_CONFIG=/design/flow/config.mk WORK_HOME=/design/flow/orfs finish

===== ./config.mk =====
export PLATFORM = sky130hd
export DESIGN_NAME = FIR_low_pass_filter
export DESIGN_NICKNAME = FIR_low_pass_filter
export VERILOG_FILES = /design/flow/design.v
export SDC_FILE = /design/flow/constraint.sdc
export NUM_CORES = 4
export LEC_CHECK = 1
export CORE_UTILIZATION = 30

===== ./constraint.sdc =====
current_design FIR_low_pass_filter

set clk_period 7.0
set clk_io_pct 0.2

create_clock -name clk0 -period $clk_period [get_ports {clk}]

set non_clock_inputs [all_inputs -no_clocks]
set_input_delay [expr $clk_period * $clk_io_pct] -clock clk0 $non_clock_inputs
set_output_delay [expr $clk_period * $clk_io_pct] -clock clk0 [all_outputs]

==> results_dict.tcl <==
# collected from the flow reports
set metrics [dict create \
    warnings 35 \
    ys_seq_elements 199 \
    slowest_stage "fa_1" \
    worstSetupPathType "reg2reg" \
    viasPerCell 4.25 \
    synthToLayoutAreaGrowth_pct 11.4 \
    dp_hpwl_um 22100 \
    drt-initial-drc-count 352 \
    drc 0 \
    num_vias 8249 \
    worstSkewPairLatency_ns 0.43 \
    synthesis.instances 1265 \
    cp.arrival_ns 4.80 \
    edf_count 0 \
    fp-row-count 80 \
    cts_sinks 199 \
    wl_per_cell_um 14.0 \
    firstDrtPassIters 4 \
    clock.fmax_mhz 222 \
    slew_viol_final 0 \
    yosys_most_used_dff "dfrtp_1" \
    initial_core_util 0.304 \
    pin_count 27 \
    post_cts_resized 0 \
    synth.distinct_cells 48 \
    fin_crit_ns 4.51 \
    max_slew_margin 0.580 \
    ys_area_um2 14500 \
    crit_path_end_kind "flop" \
    fin_hold_ws_ns 0.406 \
    postCtsSetupBuffers 0 \
    globalplace.congestion 0.905 \
    hp-class "reg2reg" \
    worst_pin_slew_ns 0.630 \
    path_clk_slew_ns 0.07 \
    finalCritPeriodShare 0.644 \
    grt_max_degree 64 \
    cts_buffers 17 \
    path_max_fanout 4 \
    layout_top_cell "inv_1" \
    synthArstFlopShare 1.00 \
    clockBufferDepth 2 \
    antenna_found_initial 0 \
    yosys.area.top_type_share 0.343 \
    utilization 0.339 \
    path_delay_family "adder cells" \
    grt_pass1_vias 8779 \
    drv_cap 0 \
    max_stage_delay_ns 0.54 \
    grt_overflow 0 \
    cp_data_required_time_ns 7.29 \
    grt_util_all_layers 0.124 \
    clock_skew_ns 0.0100 \
    final_layout_top_logic_cells "308 x inv_1, 239 x ha_1, 199 x dfrtp_1, 150 x fa_1, 64 x xnor2_1" \
    path_buffers 5 \
    cts.hold.buffers_added 0 \
    tns_ns 0 \
    start_kind "flop" \
    finalHoldViolCount 0 \
    portBuffers 26 \
    ys_seq_frac 0.343 \
    crit_chain "inv_1 > fa_1 > inv_1 > fa_1 > fa_1 > inv_1 > fa_1 > inv_1 > ha_1 > inv_1 > fa_1 > nor2b_4 > o31a_1 > o41ai_4 > or2_4 > a41o_1 > xnor2_1" \
    drive_gt1_frac 0.0332 \
    rsz0062_at_grt "false" \
    h-tree-depth 4 \
    ys.warnings.count 1 \
    r2r_setup_slack_ns 2.49 \
    status "completed" \
    syn_avg_cell_area_um2 11.5 \
    core_um2 47700 \
    netlist_area_um2 14500 \
    die_area_um2 49300 \
    top_area_cell "dfrtp_1" \
    clock-root-buffer "clkbuf_16" \
    die_y_um 222 \
    cts_tree "yes" \
    topCellsByArea "dfrtp_1 34%, fa_1 21%, ha_1 21%, inv_1 8.0%, xnor2_1 3.9%" \
    antenna_cells 0 \
    grt_pass1_wl_um 46200 \
    ys_cells 1265 \
    wirelength_um 27100 \
    die_w_um 222 \
    ant_nets 0 \
    setup_violations 0 \
]
[cells by family after synthesis]
| group | Yosys count | synth area share |
|---|---|---|
| buffers and inverters | 309 | 0.0799 |
| and+or+nand+nor | 111 | 0.0360 |
| adders and majority gates | 389 | 0.413 |
| muxes | 1 | 0.000689 |
| xor gates and xnor gates | 83 | 0.0501 |
| AOI/OAI and AO/OA | 173 | 0.0777 |
| DFF | 199 | 0.343 |
[layer usage]
metal	GRT usage	routed length, µm	vias to the layer above
met5	0	0	-
met4	0.0159	408	0
met3	0.0298	1370	14
met2	0.186	12200	119
met1	0.192	13200	4001
li1	-	-	4115
[final timing paths]
check                                             start                            to  cells past startpoint
setup / recovery               multi_data1[2]$_DFF_PN0_         FIR_OUT[16]$_DFF_PN0_                     17
hold / removal             delay_pipeline8[1]$_DFF_PN0_  delay_pipeline9[1]$_DFF_PN0_                      0
setup reg to reg               multi_data1[2]$_DFF_PN0_         FIR_OUT[16]$_DFF_PN0_                     17
hold reg to reg            delay_pipeline8[1]$_DFF_PN0_  delay_pipeline9[1]$_DFF_PN0_                      0
max in group asynchronous                           rst      multi_data4[1]$_DFF_PN0_                      3
min in group asynchronous                           rst  delay_pipeline5[7]$_DFF_PN0_                      1
[stage by stage]
step	worst slack (ns)	cell area (µm²)	cells
after floorplan	2.71	14500	1265
after detailed placement	2.47	15600	1908
after global routing	2.24	16200	1940
after global placement	2.51	15600	1908
after CTS	2.47	16200	1940
final	2.49	16200	1940
[sequential cells by signal, summed over array words and instances, names as in the netlist]
signal,count
delay_pipeline1,8
multi_data6,15
delay_pipeline6,8
multi_data9,11
delay_pipeline8,8
multi_data7,13
delay_pipeline2,8
delay_pipeline3,8
multi_data5,15
multi_data2,9
delay_pipeline9,8
multi_data8,9
FIR_OUT,17
multi_data4,15
multi_data3,13
multi_data1,10
delay_pipeline4,8
delay_pipeline7,8
delay_pipeline5,8
[cell usage after synthesis, types with 3 or more instances]
| cell | number |
|---|---|
| o21bai_1 | 13 |
| a211oi_1 | 6 |
| nand4_1 | 3 |
| o31ai_1 | 3 |
| nor3_1 | 7 |
| xor2_1 | 19 |
| o41ai_1 | 3 |
| nand2b_1 | 7 |
| a21oi_1 | 59 |
| ha_1 | 239 |
| fa_1 | 150 |
| nor2b_1 | 10 |
| or3_1 | 3 |
| dfrtp_1 | 199 |
| a21o_1 | 22 |
| nand3_1 | 4 |
| o21ai_1 | 7 |
| o21a_1 | 10 |
| inv_1 | 308 |
| nand2_1 | 28 |
| o21ai_0 | 31 |
| xnor2_1 | 64 |
| nor2_1 | 40 |
[final cells by class]
type | instances | area, µm²
fill | 4613 | 31600
sequential | 199 | 4980
inverter | 308 | 1160
timing repair buffer | 29 | 287
clock inverter | 14 | 163
tap | 615 | 769
multi-input combinational | 757 | 8380
clock buffer | 18 | 439
[worst register-to-register path, delay by kind of cell, from the launching register on]
family	cells	cell delay, ns
flip-flops	1	0.33
AND-OR/OR-AND	3	0.57
buffers and inverters	5	0.29
XOR/XNOR	1	0.12
adder cells (fa/ha/maj)	6	2.66
AND/OR/NAND/NOR	2	0.40
